$ cat config.mk
export PLATFORM = sky130hd
export DESIGN_NAME = linear_cordic_rotation_mode
export DESIGN_NICKNAME = linear_cordic_rotation_mode
export VERILOG_FILES = /design/flow/design.v
export SDC_FILE = /design/flow/constraint.sdc
export NUM_CORES = 4
export LEC_CHECK = 1
export CORE_UTILIZATION = 30
$ cat constraint.sdc
current_design linear_cordic_rotation_mode

set clk_period 9.1
set clk_io_pct 0.2

create_clock -name clk0 -period $clk_period [get_ports {clk}]

set non_clock_inputs [all_inputs -no_clocks]
set_input_delay [expr $clk_period * $clk_io_pct] -clock clk0 $non_clock_inputs
set_output_delay [expr $clk_period * $clk_io_pct] -clock clk0 [all_outputs]
$ cat design.v
`timescale 1ns / 1ps
module linear_cordic_rotation_mode (clk, reset, X_i, Y_i, Z_i, X_O, Y_O, Z_O);
  input clk;
  input reset;
  input  signed [15:0] X_i;
  input  signed [15:0] Y_i;
  input  signed [15:0] Z_i;
  output signed [15:0] X_O;
  output signed [15:0] Y_O;
  output signed [15:0] Z_O;
  localparam signed [15:0] ONE_Q14 = 16'sd16384;  
wire signed [15:0] as_O_asy_w_st1, as_O_asz_w_st1; 
wire signed [15:0] X_w_st1_st2, Y_w_st1_st2, Z_w_st1_st2;
reg16b  reg16bxout_st1(.reg_in(X_i), .reg_out(X_w_st1_st2), .clk(clk), .reset(reset));
add_sub asy_st1(.as_in1(Y_i), .as_in2(X_i), .as_control(Z_i[15]), .as_out(as_O_asy_w_st1));
reg16b  reg16byout_st1(.reg_in(as_O_asy_w_st1), .reg_out(Y_w_st1_st2), .clk(clk), .reset(reset));
add_sub asz_st1(.as_in1(Z_i), .as_in2(ONE_Q14), .as_control(~(Z_i[15])), .as_out(as_O_asz_w_st1));
reg16b  reg16bzout_st1(.reg_in(as_O_asz_w_st1), .reg_out(Z_w_st1_st2), .clk(clk), .reset(reset));
wire signed [15:0] as_O_asx_w_st2, as_O_asy_w_st2, as_O_asz_w_st2, X_w_st2_st3, Y_w_st2_st3, Z_w_st2_st3;
reg16b  reg16bxout_st2(.reg_in(X_w_st1_st2), .reg_out(X_w_st2_st3), .clk(clk), .reset(reset));
add_sub asy_st2(.as_in1(Y_w_st1_st2), .as_in2(X_w_st1_st2 >>> 1), .as_control(Z_w_st1_st2[15]), .as_out(as_O_asy_w_st2));
reg16b  reg16byout_st2(.reg_in(as_O_asy_w_st2), .reg_out(Y_w_st2_st3), .clk(clk), .reset(reset));
add_sub asz_st2(.as_in1(Z_w_st1_st2), .as_in2(ONE_Q14 >>> 1), .as_control(~(Z_w_st1_st2[15])), .as_out(as_O_asz_w_st2));
reg16b  reg16bzout_st2(.reg_in(as_O_asz_w_st2), .reg_out(Z_w_st2_st3), .clk(clk), .reset(reset));
wire signed [15:0] as_O_asx_w_st3, as_O_asy_w_st3, as_O_asz_w_st3, X_w_st3_st4, Y_w_st3_st4, Z_w_st3_st4;
reg16b  reg16bxout_st3(.reg_in(X_w_st2_st3), .reg_out(X_w_st3_st4), .clk(clk), .reset(reset));
add_sub asy_st3(.as_in1(Y_w_st2_st3), .as_in2(X_w_st2_st3 >>> 2), .as_control(Z_w_st2_st3[15]), .as_out(as_O_asy_w_st3));
reg16b  reg16byout_st3(.reg_in(as_O_asy_w_st3), .reg_out(Y_w_st3_st4), .clk(clk), .reset(reset));
add_sub asz_st3(.as_in1(Z_w_st2_st3), .as_in2(ONE_Q14 >>> 2), .as_control(~(Z_w_st2_st3[15])), .as_out(as_O_asz_w_st3));
reg16b  reg16bzout_st3(.reg_in(as_O_asz_w_st3), .reg_out(Z_w_st3_st4), .clk(clk), .reset(reset));
wire signed [15:0] as_O_asx_w_st4, as_O_asy_w_st4, as_O_asz_w_st4, X_w_st4_st5, Y_w_st4_st5, Z_w_st4_st5;
reg16b  reg16bxout_st4(.reg_in(X_w_st3_st4), .reg_out(X_w_st4_st5), .clk(clk), .reset(reset));
add_sub asy_st4(.as_in1(Y_w_st3_st4), .as_in2(X_w_st3_st4 >>> 3), .as_control(Z_w_st3_st4[15]), .as_out(as_O_asy_w_st4));
reg16b  reg16byout_st4(.reg_in(as_O_asy_w_st4), .reg_out(Y_w_st4_st5), .clk(clk), .reset(reset));
add_sub asz_st4(.as_in1(Z_w_st3_st4), .as_in2(ONE_Q14 >>> 3), .as_control(~(Z_w_st3_st4[15])), .as_out(as_O_asz_w_st4));
reg16b  reg16bzout_st4(.reg_in(as_O_asz_w_st4), .reg_out(Z_w_st4_st5), .clk(clk), .reset(reset));
wire signed [15:0] as_O_asx_w_st5, as_O_asy_w_st5, as_O_asz_w_st5, X_w_st5_st6, Y_w_st5_st6, Z_w_st5_st6;
reg16b  reg16bxout_st5(.reg_in(X_w_st4_st5), .reg_out(X_w_st5_st6), .clk(clk), .reset(reset));
add_sub asy_st5(.as_in1(Y_w_st4_st5), .as_in2(X_w_st4_st5 >>> 4), .as_control(Z_w_st4_st5[15]), .as_out(as_O_asy_w_st5));
reg16b  reg16byout_st5(.reg_in(as_O_asy_w_st5), .reg_out(Y_w_st5_st6), .clk(clk), .reset(reset));
add_sub asz_st5(.as_in1(Z_w_st4_st5), .as_in2(ONE_Q14 >>> 4), .as_control(~(Z_w_st4_st5[15])), .as_out(as_O_asz_w_st5));
reg16b  reg16bzout_st5(.reg_in(as_O_asz_w_st5), .reg_out(Z_w_st5_st6), .clk(clk), .reset(reset));
wire signed [15:0] as_O_asx_w_st6, as_O_asy_w_st6, as_O_asz_w_st6, X_w_st6_st7, Y_w_st6_st7, Z_w_st6_st7;
reg16b  reg16bxout_st6(.reg_in(X_w_st5_st6), .reg_out(X_w_st6_st7), .clk(clk), .reset(reset));
add_sub asy_st6(.as_in1(Y_w_st5_st6), .as_in2(X_w_st5_st6 >>> 5), .as_control(Z_w_st5_st6[15]), .as_out(as_O_asy_w_st6));
reg16b  reg16byout_st6(.reg_in(as_O_asy_w_st6), .reg_out(Y_w_st6_st7), .clk(clk), .reset(reset));
add_sub asz_st6(.as_in1(Z_w_st5_st6), .as_in2(ONE_Q14 >>> 5), .as_control(~(Z_w_st5_st6[15])), .as_out(as_O_asz_w_st6));
reg16b  reg16bzout_st6(.reg_in(as_O_asz_w_st6), .reg_out(Z_w_st6_st7), .clk(clk), .reset(reset));
wire signed [15:0] as_O_asx_w_st7, as_O_asy_w_st7, as_O_asz_w_st7, X_w_st7_st8, Y_w_st7_st8, Z_w_st7_st8;
reg16b  reg16bxout_st7(.reg_in(X_w_st6_st7), .reg_out(X_w_st7_st8), .clk(clk), .reset(reset));
add_sub asy_st7(.as_in1(Y_w_st6_st7), .as_in2(X_w_st6_st7 >>> 6), .as_control(Z_w_st6_st7[15]), .as_out(as_O_asy_w_st7));
reg16b  reg16byout_st7(.reg_in(as_O_asy_w_st7), .reg_out(Y_w_st7_st8), .clk(clk), .reset(reset));
add_sub asz_st7(.as_in1(Z_w_st6_st7), .as_in2(ONE_Q14 >>> 6), .as_control(~(Z_w_st6_st7[15])), .as_out(as_O_asz_w_st7));
reg16b  reg16bzout_st7(.reg_in(as_O_asz_w_st7), .reg_out(Z_w_st7_st8), .clk(clk), .reset(reset));
wire signed [15:0] as_O_asx_w_st8, as_O_asy_w_st8, as_O_asz_w_st8, X_w_st8_st9, Y_w_st8_st9, Z_w_st8_st9;
reg16b  reg16bxout_st8(.reg_in(X_w_st7_st8), .reg_out(X_w_st8_st9), .clk(clk), .reset(reset));
add_sub asy_st8(.as_in1(Y_w_st7_st8), .as_in2(X_w_st7_st8 >>> 7), .as_control(Z_w_st7_st8[15]), .as_out(as_O_asy_w_st8));
reg16b  reg16byout_st8(.reg_in(as_O_asy_w_st8), .reg_out(Y_w_st8_st9), .clk(clk), .reset(reset));
add_sub asz_st8(.as_in1(Z_w_st7_st8), .as_in2(ONE_Q14 >>> 7), .as_control(~(Z_w_st7_st8[15])), .as_out(as_O_asz_w_st8));
reg16b  reg16bzout_st8(.reg_in(as_O_asz_w_st8), .reg_out(Z_w_st8_st9), .clk(clk), .reset(reset));
wire signed [15:0] as_O_asx_w_st9, as_O_asy_w_st9, as_O_asz_w_st9, X_w_st9_st10, Y_w_st9_st10, Z_w_st9_st10;
reg16b  reg16bxout_st9(.reg_in(X_w_st8_st9), .reg_out(X_w_st9_st10), .clk(clk), .reset(reset));
add_sub asy_st9(.as_in1(Y_w_st8_st9), .as_in2(X_w_st8_st9 >>> 8), .as_control(Z_w_st8_st9[15]), .as_out(as_O_asy_w_st9));
reg16b  reg16byout_st9(.reg_in(as_O_asy_w_st9), .reg_out(Y_w_st9_st10), .clk(clk), .reset(reset));
add_sub asz_st9(.as_in1(Z_w_st8_st9), .as_in2(ONE_Q14 >>> 8), .as_control(~(Z_w_st8_st9[15])), .as_out(as_O_asz_w_st9));
reg16b  reg16bzout_st9(.reg_in(as_O_asz_w_st9), .reg_out(Z_w_st9_st10), .clk(clk), .reset(reset));
wire signed [15:0] as_O_asx_w_st10, as_O_asy_w_st10, as_O_asz_w_st10, X_w_st10_st11, Y_w_st10_st11, Z_w_st10_st11;
reg16b  reg16bxout_st10(.reg_in(X_w_st9_st10), .reg_out(X_w_st10_st11), .clk(clk), .reset(reset));
add_sub asy_st10(.as_in1(Y_w_st9_st10), .as_in2(X_w_st9_st10 >>> 9), .as_control(Z_w_st9_st10[15]), .as_out(as_O_asy_w_st10));
reg16b  reg16byout_st10(.reg_in(as_O_asy_w_st10), .reg_out(Y_w_st10_st11), .clk(clk), .reset(reset));
add_sub asz_st10(.as_in1(Z_w_st9_st10), .as_in2(ONE_Q14 >>> 9), .as_control(~(Z_w_st9_st10[15])), .as_out(as_O_asz_w_st10));
reg16b  reg16bzout_st10(.reg_in(as_O_asz_w_st10), .reg_out(Z_w_st10_st11), .clk(clk), .reset(reset));
wire signed [15:0] as_O_asx_w_st11, as_O_asy_w_st11, as_O_asz_w_st11, X_w_st11_st12, Y_w_st11_st12, Z_w_st11_st12;
reg16b  reg16bxout_st11(.reg_in(X_w_st10_st11), .reg_out(X_w_st11_st12), .clk(clk), .reset(reset));
add_sub asy_st11(.as_in1(Y_w_st10_st11), .as_in2(X_w_st10_st11 >>> 10), .as_control(Z_w_st10_st11[15]), .as_out(as_O_asy_w_st11));
reg16b  reg16byout_st11(.reg_in(as_O_asy_w_st11), .reg_out(Y_w_st11_st12), .clk(clk), .reset(reset));
add_sub asz_st11(.as_in1(Z_w_st10_st11), .as_in2(ONE_Q14 >>> 10), .as_control(~(Z_w_st10_st11[15])), .as_out(as_O_asz_w_st11));
reg16b  reg16bzout_st11(.reg_in(as_O_asz_w_st11), .reg_out(Z_w_st11_st12), .clk(clk), .reset(reset));
wire signed [15:0] as_O_asx_w_st12, as_O_asy_w_st12, as_O_asz_w_st12, X_w_st12_st13, Y_w_st12_st13, Z_w_st12_st13;
reg16b  reg16bxout_st12(.reg_in(X_w_st11_st12), .reg_out(X_w_st12_st13), .clk(clk), .reset(reset));
add_sub asy_st12(.as_in1(Y_w_st11_st12), .as_in2(X_w_st11_st12 >>> 11), .as_control(Z_w_st11_st12[15]), .as_out(as_O_asy_w_st12));
reg16b  reg16byout_st12(.reg_in(as_O_asy_w_st12), .reg_out(Y_w_st12_st13), .clk(clk), .reset(reset));
add_sub asz_st12(.as_in1(Z_w_st11_st12), .as_in2(ONE_Q14 >>> 11), .as_control(~(Z_w_st11_st12[15])), .as_out(as_O_asz_w_st12));
reg16b  reg16bzout_st12(.reg_in(as_O_asz_w_st12), .reg_out(Z_w_st12_st13), .clk(clk), .reset(reset));
wire signed [15:0] as_O_asx_w_st13, as_O_asy_w_st13, as_O_asz_w_st13, X_w_st13_st14, Y_w_st13_st14, Z_w_st13_st14;
reg16b  reg16bxout_st13(.reg_in(X_w_st12_st13), .reg_out(X_w_st13_st14), .clk(clk), .reset(reset));
add_sub asy_st13(.as_in1(Y_w_st12_st13), .as_in2(X_w_st12_st13 >>> 12), .as_control(Z_w_st12_st13[15]), .as_out(as_O_asy_w_st13));
reg16b  reg16byout_st13(.reg_in(as_O_asy_w_st13), .reg_out(Y_w_st13_st14), .clk(clk), .reset(reset));
add_sub asz_st13(.as_in1(Z_w_st12_st13), .as_in2(ONE_Q14 >>> 12), .as_control(~(Z_w_st12_st13[15])), .as_out(as_O_asz_w_st13));
reg16b  reg16bzout_st13(.reg_in(as_O_asz_w_st13), .reg_out(Z_w_st13_st14), .clk(clk), .reset(reset));
wire signed [15:0] as_O_asx_w_st14, as_O_asy_w_st14, as_O_asz_w_st14, X_w_st14_st15, Y_w_st14_st15, Z_w_st14_st15;
reg16b  reg16bxout_st14(.reg_in(X_w_st13_st14), .reg_out(X_w_st14_st15), .clk(clk), .reset(reset));
add_sub asy_st14(.as_in1(Y_w_st13_st14), .as_in2(X_w_st13_st14 >>> 13), .as_control(Z_w_st13_st14[15]), .as_out(as_O_asy_w_st14));
reg16b  reg16byout_st14(.reg_in(as_O_asy_w_st14), .reg_out(Y_w_st14_st15), .clk(clk), .reset(reset));
add_sub asz_st14(.as_in1(Z_w_st13_st14), .as_in2(ONE_Q14 >>> 13), .as_control(~(Z_w_st13_st14[15])), .as_out(as_O_asz_w_st14));
reg16b  reg16bzout_st14(.reg_in(as_O_asz_w_st14), .reg_out(Z_w_st14_st15), .clk(clk), .reset(reset));
wire signed [15:0] as_O_asx_w_st15, as_O_asy_w_st15, as_O_asz_w_st15, X_w_st15_st16, Y_w_st15_st16, Z_w_st15_st16;
reg16b  reg16bxout_st15(.reg_in(X_w_st14_st15), .reg_out(X_w_st15_st16), .clk(clk), .reset(reset));
add_sub asy_st15(.as_in1(Y_w_st14_st15), .as_in2(X_w_st14_st15 >>> 14), .as_control(Z_w_st14_st15[15]), .as_out(as_O_asy_w_st15));
reg16b  reg16byout_st15(.reg_in(as_O_asy_w_st15), .reg_out(Y_w_st15_st16), .clk(clk), .reset(reset));
add_sub asz_st15(.as_in1(Z_w_st14_st15), .as_in2(ONE_Q14 >>> 14), .as_control(~(Z_w_st14_st15[15])), .as_out(as_O_asz_w_st15));
reg16b  reg16bzout_st15(.reg_in(as_O_asz_w_st15), .reg_out(Z_w_st15_st16), .clk(clk), .reset(reset));
wire signed [15:0] as_O_asx_w_st16, as_O_asy_w_st16, as_O_asz_w_st16, X_w_st16_st17, Y_w_st16_st17, Z_w_st16_st17;
reg16b  reg16bxout_st16(.reg_in(X_w_st15_st16), .reg_out(X_O), .clk(clk), .reset(reset));
add_sub asy_st16(.as_in1(Y_w_st15_st16), .as_in2(X_w_st15_st16 >>> 15), .as_control(Z_w_st15_st16[15]), .as_out(as_O_asy_w_st16));
reg16b  reg16byout_st16(.reg_in(as_O_asy_w_st16), .reg_out(Y_O), .clk(clk), .reset(reset));
add_sub asz_st16(.as_in1(Z_w_st15_st16), .as_in2(ONE_Q14 >>> 15), .as_control(~(Z_w_st15_st16[15])), .as_out(as_O_asz_w_st16));
reg16b  reg16bzout_st16(.reg_in(as_O_asz_w_st16), .reg_out(Z_O), .clk(clk), .reset(reset));
endmodule
module reg16b(reg_in, reg_out, clk, reset);
input clk, reset;
input signed [15:0] reg_in;
output reg signed [15:0] reg_out;
always @(posedge clk)
begin
    if (reset)
      reg_out <= 16'sd0;
    else
      reg_out <= reg_in;     
end
endmodule  
module add_sub(as_in1, as_in2,as_control, as_out);
input signed [15:0] as_in1, as_in2;
input as_control;
output reg signed [15:0] as_out;
always @(*)
begin
  if (as_control)
    as_out = as_in1 - as_in2;
  else
    as_out = as_in1 + as_in2;
end
endmodule
$ cat run.sh
#!/bin/bash
# OpenROAD 26Q1-2900-gdf79404cd8, Yosys 0.63+post, stock flow scripts
make -C /OpenROAD-flow-scripts/flow DESIGN_CONFIG=/design/flow/config.mk WORK_HOME=/design/flow/orfs finish
==> job_summary.md <==
## Synthesis and layout report

| Metric | Value |
|---|---|
| Status | `finished clean` |
| Worst slack at placement | `3.730 ns` |
| Max-slew headroom | `0.4509` |
| Syn Area/Cell | `just over 9 um2` |
| Diodes inserted | `0` |
| DR DRC count | `0` |
| Data required time at the worst endpoint | `9.66 ns` |
| Area after DPL | `0.04002 mm2` |
| Cell Area, Synth | `~0.037 mm2` |
| Slowest cell delay on critical path | `0.56 ns` |
| CTS Buf Count | `approximately 80` |
| Wire length per cell | `approximately 12 um` |
| # IOs | `slightly below 100` |
| Top cell by count, worst path | `a21o_1` |
| First-pass GRT wire length | `roughly 120 mm` |
| Iter 0 DRT Violations | `roughly 1.2k` |
| Unrepaired setup endpoints after global routing | `false` |
| Top cells by area | `dfxtp_1 (41%), ha_1 (12%), nor2b_1 (7.1%)` |
| Total clock sinks | `766` |
| Number of post-CTS setup repair buffers | `0` |
| CTS Hold Bufs | `0` |
| Tmin final | `4.698 ns` |
| Worst-path cell chain | `clkdlybuf4s50_1 -> or3_1 -> nor3_1 -> a21oi_1 -> xnor2_1 -> ha_1 -> a21o_1 -> a21o_1 -> a21o_1 -> a21oi_1 -> nor4b_1 -> mux2i_1 -> nand4_1` |
| Setup crit start kind | `input port` |
| Synth flops | `around 770` |
| Drt pass-1 iters | `5` |
| Sum of negative setup slack | `0 ns` |
| Fin Clk Skew | `approximately 0.024 ns` |
| Hold Startpoint | `reg16bzout_st1.reg_out[13]` |
| Grt ovf | `0` |
| Asr flop ratio synth | `0` |
| Final cycle utilization of the critical path | `0.5163` |
| Max-slew violation count | `0` |
| Wirelength, routed | `roughly 70 mm` |
| I/O Buffers | `~97` |
| CTS max path bufs | `3` |
| Fin. Hold Viols | `0` |
| Vias in the first global route | `24.61k` |
| Die span in y | `354.7 um` |
| Post-synthesis chip area from yosys | `approximately 0.037 mm2` |
| CTS tree | `done` |
| CP max FO | `4` |
| Share of cells above drive strength 1 | `0.04556` |
| Post-Route Utilization | `0.3476` |
| Core ar. | `about 0.12 mm2` |
| PostCTS Resize Cnt | `0` |
| Yosys warns | `2` |
| Largest net degree at the start of global routing | `between 80 and 90` |
| CP max stage cell | `nor3_1` |
| OpenROAD warnings | `28` |
| RR Startpoint | `reg16bxout_st6.reg_out[6]` |
| Yosys top cell area share | `0.4109` |
| Init Core Util | `0.3023` |
| Post-synth EDFFs | `0` |
| Final Worst Setup Slack | `between 4 and 5 ns` |
| Largest area contributor in the netlist | `dfxtp_1` |
| H-tree depth | `3` |
| Finished Cell Area | `0.04292 mm2` |
| All-Layer GR Usage | `0.1157` |
| Clock tree root buffer cell | `clkbuf_16` |
| Main flop type after synthesis | `dfxtp_1` |
| Via Count | `approximately 26k` |
| Peak Freq | `~210 MHz` |
| P_leak | `between 15 and 20 nW` |
| Synth unique cells | `between 70 and 80` |
| Arrival time worst endpoint | `between 5 and 6 ns` |
| CP Capture Type | `flip-flop` |
| Clock Pin Slew Worst Setup and Hold Paths | `roughly 0.06 ns` |
| Synthesized netlist cell count | `4027` |
| Die ar. | `0.1258 mm2` |
| Area Overhead vs Synth | `15.01%` |
| Die X-Extent | `354.7 um` |
| Setup violators final | `0` |
| Row count | `129` |
| Vias per cell | `between 4 and 5` |
| Register area share after synthesis | `0.4109` |
| Post-route ant nets | `0` |
| Worst VDD drop | `about 0.22 mV` |
| Routability cong. | `~0.86` |
| DP Wirelength | `53.44 mm` |
| Slew @ Worst Pin | `0.8219 ns` |
| Pwr dens | `about 330 mW/mm2` |
| Worst-skew pair later-pin latency | `approximately 0.64 ns` |
| # Cells Yosys | `4027` |
| Max-cap viol count | `0` |
| Hold Crit Class | `reg -> reg` |
| Worst Setup SP | `X_i[5]` |
| Critical path class | `in -> reg` |
| Crit path max-delay family | `simple AND/OR/NAND/NOR gates` |
| Initial antenna violation count | `4` |
| Buf/Inv on CP | `1` |
## metal layers
metal	up-vias	wire, um	share of wire	global-route usage
met4	0	1653	0.023	0.02422
met1	11880	36040	0.50	0.1717
li1	13940	-	-	-
met2	297	31270	0.44	0.1821
met3	110	2427	0.034	0.01654
met5	-	0	0	0
## path summary, 6_finish.rpt
kind | cells past startpoint | to | slack [ns]
min | 1 | reg16bzout_st2.reg_out[14] | 0.41
max reg2reg | 12 | reg16byout_st7.reg_out[13] | 5.33
min reg2reg | 1 | reg16bzout_st2.reg_out[14] | 0.41
max | 13 | reg16byout_st1.reg_out[15] | 4.40
## cell usage after synthesis (all sizes together), types with 7 or more instances
cell type / count
dfxtp: 766
nor2: 525
nor2b: 421
ha: 370
a21oi: 267
xnor2: 253
inv: 162
o21ai: 142
xor2: 118
a21o: 117
clkbuf: 111
nand2: 103
nor3: 95
o21a: 52
a31oi: 42
nand3: 41
a211oi: 36
nand2b: 36
o21bai: 34
fa: 30
mux2i: 29
and3: 27
nand4: 17
or3: 17
and2: 15
a21boi: 14
nor3b: 12
o211ai: 12
o2111ai: 11
o31a: 10
o31ai: 9
o41ai: 9
or2: 9
or4: 9
a211o: 8
a31o: 8
mux2: 8
a311oi: 7
a41oi: 7
## placed cells by master, fill, tap and decap left out, drive strengths merged, types with 29 or more instances in the layout
cell type / instances
clkdlybuf4s50: 96
xnor2: 253
clkbuf: 109
nand3: 41
nand2: 103
xor2: 118
a21o: 117
o21ai: 142
ha: 370
nor2: 525
mux2i: 29
o21a: 52
inv: 163
a211oi: 36
nand2b: 36
a21oi: 267
fa: 30
dfxtp: 766
nor3: 95
o21bai: 34
nor2b: 421
a31oi: 42
## cell type report
cell class / instances / area [um2]
well taps: 1637 / 2048
multi-input cells: 2982 / 20940
flip-flops and latches: 766 / 15330
fillers: 12250 / 80550
clock buffers: 109 / 2336
inverters: 163 / 611.8
clock inverters: 38 / 569.3
repair buffers: 112 / 1089
## report_power, final
part           switching (mW)  internal, mW  total [mW]
Sequential              0.320          4.00        4.32
Clock                    1.35          2.17        3.52
Combinational            3.36          2.98        6.34
Total                    5.03          9.15        14.2
## per-stage QoR
step,instances,hold slack (ns),power (mW)
after detailed placement,5660,0.4028,10.74
after global routing,5807,0.4383,15.40
after floorplan,4027,0.3932,9.525
after CTS,5807,0.4124,14.35
final,5807,0.4131,14.19
after global placement,5660,0.4014,10.72
## cells by family (layout without fill, tap and decap cells)
logic type                 after synthesis  after routing  synth area share
muxes                                   37             37           0.01029
and+or+nand+nor                       1346           1346            0.1816
AOI/OAI and AO/OA                      827            827            0.1416
buffers and inverters                  279            422           0.02816
xor gates and xnor gates               371            371           0.08707
DFF                                    766            766            0.4109
adders and majority gates              401            401            0.1404
No activity file was given, so power comes from the tool's default toggle rates.
